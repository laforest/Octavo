`./config.mk`:
```
export PLATFORM = sky130hd
export DESIGN_NAME = harness_example
export DESIGN_NICKNAME = harness_example
export VERILOG_FILES = /design/flow/design.v
export SDC_FILE = /design/flow/constraint.sdc
export NUM_CORES = 4
export LEC_CHECK = 1
export CORE_AREA = 10 10 105 105
export DIE_AREA = 0 0 115 115
```
`./constraint.sdc`:
```
current_design harness_example

set clk_period 1.0
set clk_io_pct 0.2

create_clock -name clk0 -period $clk_period [get_ports {clock}]

set non_clock_inputs [all_inputs -no_clocks]
set_input_delay [expr $clk_period * $clk_io_pct] -clock clk0 $non_clock_inputs
set_output_delay [expr $clk_period * $clk_io_pct] -clock clk0 [all_outputs]
```
`./design.v`:
```
`default_nettype none
module harness_example
#(
    parameter   WORD_WIDTH  = 36,
    parameter   ADDR_WIDTH  = 24
)
(
    input   wire                    clock,
    input   wire                    test_in,
    output  wire                    test_out,
    output  reg [WORD_WIDTH-1:0]    word_out,
    output  reg [ADDR_WIDTH-1:0]    addr_out
);
    localparam INPUT_WIDTH  = WORD_WIDTH + ADDR_WIDTH;
    localparam OUTPUT_WIDTH = WORD_WIDTH + ADDR_WIDTH;
    wire    [INPUT_WIDTH-1:0]   test_input;
    reg     [OUTPUT_WIDTH-1:0]  test_output;
    localparam WORD_ZERO = {WORD_WIDTH{1'b0}};
    localparam ADDR_ZERO = {ADDR_WIDTH{1'b0}};
    reg [WORD_WIDTH-1:0] some_word_input = WORD_ZERO;
    reg [ADDR_WIDTH-1:0] some_addr_input = ADDR_ZERO;
    reg [WORD_WIDTH-1:0] some_word_output = WORD_ZERO;
    reg [ADDR_WIDTH-1:0] some_addr_output = ADDR_ZERO;
    always @(*) begin
        {some_word_input, some_addr_input} = test_input;
        test_output = {some_word_output, some_addr_output};
    end
    always @(*) begin
        word_out = some_word_input;
        addr_out = some_addr_input;
    end
    harness_input_register
    #(
        .WIDTH  (INPUT_WIDTH)
    )
    harness_in
    (
        .clock  (clock),
        .in     (test_in),
        .rden   (1'b1),
        .out    (test_input)
    );
    harness_output_register
    #(
        .WIDTH  (OUTPUT_WIDTH)
    )
    harness_out
    (
        .clock  (clock),
        .in     (test_output),
        .wren   (1'b1),
        .out    (test_out)
    );
endmodule
`default_nettype none
module harness_input_register
#(
    parameter   integer WIDTH           = 0
)
(
    input       wire                    clock,    
    input       wire                    in,
    input       wire                    rden,
    output      reg     [WIDTH-1:0]     out
);
    localparam ZERO         = {WIDTH{1'b0}};
    localparam SHORT_ZERO   = {WIDTH-1{1'b0}};
    reg [WIDTH-1:0] in_extended = ZERO;
    always @(*) begin
        in_extended = {SHORT_ZERO, in};
    end
    always @(posedge clock) begin
        out <= (rden == 1'b1) ? (out << 1 | in_extended) : out;
    end
endmodule
`default_nettype none
module harness_output_register 
#(
    parameter   integer WIDTH           = 0
)
(
    input       wire                    clock,
    input       wire    [WIDTH-1:0]     in,
    input       wire                    wren,
    output      reg                     out
);
    localparam ZERO = {WIDTH{1'b0}};
    reg [WIDTH-1:0] out_reg = ZERO;
    always @(posedge clock) begin
        out_reg <= (wren == 1'b1) ? in : out_reg;
    end
    always @(*) begin
        out = &out_reg;
    end
endmodule
```
`./run.sh`:
```
#!/bin/bash
# OpenROAD 26Q1-2900-gdf79404cd8, Yosys 0.63+post, stock flow scripts
make -C /OpenROAD-flow-scripts/flow DESIGN_CONFIG=/design/flow/config.mk WORK_HOME=/design/flow/orfs finish
```
==> notes.md <==
run metrics: clock-pin slew on the worst setup and hold paths=approximately 0.070 ns, Layout Cell Area excl Fill=2062 µm², Tool Warnings=26, CP max FO=2, RD Place Congestion=around 0.7, main area contributors=dfxtp_1 (99%), buf_4 (0.62%), conb_1 (0.31%), GR Overflow Total=0, root buffer cell=clkbuf_8, Hold Crit Start=test_in, pwr dens=2598 nW/µm², VDD IR max=0.0009596 V, # rows=34, DR WL/cell=11.34 µm, CTS Hold Bufs=0, remaining antenna violation count=0, Area Overhead vs Synth=70.07%, reg2reg end=harness_in.out[38], crit path DRT=roughly 0.8 ns, Yosys chip area=between 1000 and 1500 µm², Area leader share=0.9907, deepest clock path buffer count=2, Cells after Synth=62, Final period util=0.9695, max reg flops=60, total clock sinks=60, status=finished, final reports clean, aggregate negative setup slack=0 ns, number of global-route vias before repair=~820, die area=13,230 µm², Max stage delay on crit path=0.35 ns, Unique cell types=3, CP arrival=~0.77 ns, GRT Total Usage=0.04298, Port Buffer Count=a little over 60, Core Box Area=slightly below 9000 µm², Synth flops=60, layout cell share with drive strength beyond 1=0.9730, largest net degree at the start of global routing=11, first-pass GRT wire length=4.429 mm, Pleak=0.0009498 µW, Avg Inst Size Synth=19.56 µm², Critical-path top delay cell=dfxtp_2, DRC=0, RSZ-0062 raised after global routing=true, Ports=between 60 and 70, worst min path class=input port to register, Worst-Skew Late Latency=0.32 ns, Setup crit start kind=register, vias=about 740, r2r worst-path depth=2, Die X=115 µm, final wirelength=2.903 mm, Post-Syn Area=1212 µm², # Cells Yosys=62, worst clock skew=0.006017 ns, WHS Path Cells=1, CP bufs+invs=1, CTS tree=built, Post-synth seq share=0.9907, Max Transition Viols Final=0, initial antenna violation count=0, largest area contributor in the netlist=dfxtp_1, number of DRC markers in iteration 0=5, FF-to-FF Start=harness_in.out[37], Final min period=0.9695 ns, Final Setup Violations=0, vias per cell=2.871, f_max=1032 MHz, crit end category=primary output, max-cap violations=0, ordered cell list for the critical path=buf_6, DP HPWL=2.098 mm, antenna cell count=0, Pre-antenna DRT Iters=2, CTS Buf Count=9, register-to-register setup slack=0.35 ns, fp_density=0.1383, CTS H-tree depth=3, yosys warns=3, Die Y=115 µm, DP Area=1981 µm², WHS Endpoint=harness_in.out[0], final hold violation count=0, CP delay by family, top=flip-flops, CP Class=register to primary output
## cell usage in the layout (no fill, tap or decap)
cell | Yosys | final
clkdlybuf4s50_1 | 0 | 1
clkbuf_8 | 0 | 11
conb_1 | 1 | 1
buf_4 | 1 | 10
bufinv_16 | 0 | 3
clkinv_2 | 0 | 1
dfxtp_2 | 0 | 59
clkbuf_1 | 0 | 1
buf_2 | 0 | 58
dfxtp_1 | 60 | 1
buf_6 | 0 | 2
## routing by layer
metal,global-route usage,share of wire,vias to the layer above,wire (µm)
li1,-,-,350,-
met1,0.05334,0.44,316,1280
met2,0.04505,0.29,62,828
met3,0.05116,0.25,7,737
met4,0.009901,0.020,0,57
met5,0,0,-,0
## how the worst max path moves through the flow
stage                       from      endpoint  cells past startpoint
CTS           harness_in.out[38]  word_out[14]                      1
global route  harness_in.out[38]  word_out[14]                      1
finish        harness_in.out[38]  word_out[14]                      1
## power breakdown
part / internal (µW) / switching (µW)
logic: 90.7 / 27.4
clock network: 1790 / 890
registers: 2520 / 43.9
total: 4400 / 961
## metrics by stage
stage          std cells    util  worst slack [ns]  hold WS (ns)  power [µW]
2_1_floorplan         62       -            0.5251        0.2277        2564
3_3_place_gp         234  0.2260           -0.1197        0.3321        2806
3_5_place_dp         234  0.2260          -0.09175        0.3338        2803
4_1_cts              256  0.2339          0.004580        0.2925        5445
5_1_grt              256  0.2353          -0.01893        0.3127        5619
6_report             256  0.2353           0.03054        0.3119        5357
## synthesized netlist by cell type
master and number:
dfxtp_1 60, buf_4 1, conb_1 1
## layout make-up
cell class                 instances  area (µm²)
timing repair buffer              71       397.9
clock buffer                      12       155.1
sequential                        60        1275
tap                              108       135.1
multi-input combinational          1       3.754
fill                             931        6701
clock inverter                     4       95.09
## cells by family (layout without fill, tap and decap cells)
family                 count (synthesis)  after routing  synth area share
buffers and inverters                  1             87          0.006194
DFF                                   60             60            0.9907
other                                  1              1          0.003093
## repair_timing
item,in CTS,in global routing
gates resized,244,2
buffers inserted,6,0
endpoints found under the setup margin,60,4
gates cloned,0,0
Power and IR drop assume default switching activity.
