$ cat flow/constraint.sdc
current_design Array_Reverse_IO

set clk_period 1.0
set clk_io_pct 0.2

create_clock -name clk0 -period $clk_period [get_ports {clock}]

set non_clock_inputs [all_inputs -no_clocks]
set_input_delay [expr $clk_period * $clk_io_pct] -clock clk0 $non_clock_inputs
set_output_delay [expr $clk_period * $clk_io_pct] -clock clk0 [all_outputs]
$ cat flow/config.mk
export PLATFORM = sky130hd
export DESIGN_NAME = Array_Reverse_IO
export DESIGN_NICKNAME = Array_Reverse_IO
export VERILOG_FILES = /design/flow/design.v
export SDC_FILE = /design/flow/constraint.sdc
export NUM_CORES = 4
export LEC_CHECK = 1
export CORE_UTILIZATION = 50
$ cat flow/design.v
`default_nettype none
module Array_Reverse_IO
#(
    parameter   WORD_WIDTH                              = 36,
    parameter   LANE_COUNT                              = 8,
    parameter   THREAD_COUNT                            = 8
)
(
    input   wire                                        clock,
    input   wire    [(WORD_WIDTH * LANE_COUNT)-1:0]     in,
    output  reg     [(WORD_WIDTH * LANE_COUNT)-1:0]     out
);
    localparam  QUEUE_DEPTH = THREAD_COUNT;
    reg     [(WORD_WIDTH * LANE_COUNT)-1:0] queue [QUEUE_DEPTH-1:0];
    integer i, j, k;
    always @(posedge clock) begin
        for (i = 0; i < LANE_COUNT; i = i + 1) begin
            queue[0][(i * WORD_WIDTH) +: WORD_WIDTH] <= in[(i * WORD_WIDTH) +: WORD_WIDTH];
        end
    end
    always @(posedge clock) begin
        for (k = 0; k < QUEUE_DEPTH-1; k = k + 1) begin
            queue[k+1] <= queue[k];
        end
    end
    always @(*) begin 
        for (j = LANE_COUNT-1; j >= 0; j = j - 1) begin
            out[(j * WORD_WIDTH) +: WORD_WIDTH] <= queue[QUEUE_DEPTH-1][(((LANE_COUNT-1) - j) * WORD_WIDTH) +: WORD_WIDTH];
        end
    end
endmodule
$ cat flow/run.sh
#!/bin/bash
# OpenROAD 26Q1-2900-gdf79404cd8, Yosys 0.63+post, stock flow scripts
make -C /OpenROAD-flow-scripts/flow DESIGN_CONFIG=/design/flow/config.mk WORK_HOME=/design/flow/orfs finish
==> impl_metrics.py <==
# Auto-generated metrics
metrics = {
    "status": {
        "status": "finished with violations",
        "violations": "setup timing",
    },
    "yosys": {
        "synth_flops": 2304,
        "fa_ha_area_share_pct": 0,
        "yosys_warnings": 2,
        "simple_gate_share_pct": 0,
        "netlist_instances": 2304,
        "ys_area_um2": 46100,
        "ys_cells": 2304,
        "synth.distinct_cells": 1,
        "syn_area_per_cell_um2": 20.0,
        "synthesis.area_um2": 46100,
        "aoi_share_pct": 0,
        "synth_seq_share_pct": 100,
        "synthXorXnorAreaFrac_pct": 0,
        "mux_share_pct": 0,
    },
    "layout": {
        "fin_cells": 4739,
        "area_growth_pct": 35.0,
        "final_util_pct": 68.0,
        "regMostFlops": "queue",
        "nMultiInputCombCells": 0,
        "drive_gt1_share_pct": 21.7,
        "largest_register_ffs": 2304,
        "reg_top3": "queue (2304)",
        "mi_logic_area_um2": 0,
        "finish.instance_area_um2": 62300,
    },
    "drt": {
        "wirelength_um": 69800,
        "first_iter_violations": 763,
        "firstDrtPassIters": 4,
        "ant_nets": 0,
        "routedWlPerCell_um": 14.7,
        "via_per_inst": 3.84,
        "drc": 0,
        "vias": 18200,
    },
    "die": {
        "placement_rows": 111,
        "die_w_um": 306,
        "chip_area_um2": 93500,
        "core_um2": 91500,
        "chipHeight_um": 306,
        "io_pins": 577,
        "fp_util_pct": 50.4,
    },
    "power": {
        "p_int_mw": 147,
        "vdd_drop_max_uv": 1890,
        "power_mw": 181,
        "p_seq_share_pct": 54.3,
        "combPwrFrac_pct": 1.5,
        "power_frac_clock_pct": 44.2,
        "p_leak_nw": 26.5,
        "switching_share_pct": 18.3,
        "powerDensity_nw_per_um2": 2900,
        "power_switching_mw": 33.1,
    },
    "global_routing": {
        "grt_util_met2_pct": 25.3,
        "grt_max_degree": 17,
        "top_usage_layer": "met2",
        "grt_use_met1_pct": 22.3,
        "grt_pass1_wl_um": 104000,
        "gr-total-overflow": 0,
        "grt_pass1_vias": 18200,
        "grt_antenna_before_repair": 22,
        "met3_usage_pct": 5.07,
        "grt_usage_pct": 15.9,
    },
    "clock_tree": {
        "cts.path.max_buffers": 3,
        "htree_levels": 4,
        "cts_root_buffer": "clkbuf_16",
        "cts_tree": "done",
        "cts_sinks": 2304,
        "clock_latency_ns": 0.75,
        "clk_pin_slew_ns": 0.06,
        "cts_setup_buffers": 0,
        "numCtsBuffers": 200,
    },
    "sta": {
        "drv_slew": 0,
        "post-route-period-util_pct": 141,
        "timing.fmax_mhz": 707,
        "setup_ws_ns": -0.414,
        "fin_crit_ns": 1.41,
        "finalSetupViolCount": 288,
        "worstMarginPinSlew_ns": 0.263,
        "rsz0062_at_grt": "true",
        "hold_viol": 0,
        "hold_ws_ns": 0.308,
        "max_slew_margin_pct": 82.5,
        "final.setup_skew_ns": 0.0199,
        "timing.setup.tns_ns": -103.45,
    },
    "critical_path": {
        "cp-end-kind": "output port",
        "crit_chain": "buf_2",
        "critPathArrivalTime_ns": 1.21,
        "cp.required_ns": 0.80,
        "critPathBufInv": 1,
        "worst-path-max-fanout": 1,
        "crit_family": "flip-flops",
        "crit_slowest_cell": "dfxtp_2",
        "path_class": "reg -> out",
        "startpoint_type": "register",
        "cpPeakStageDelay_ns": 0.35,
    },
    "place": {
        "dpl.cell_count": 4066,
        "pre_cts_ws_ns": -0.104,
        "numPortBuffers": 576,
        "dp_hpwl_um": 40400,
        "finalWeightedCongestion": 0.803,
        "placed_area_um2": 53400,
    },
    "job": {
        "maxCapViolations": 0,
        "warning_count": 28,
    },
    "hold_path": {
        "min-delay-path-class": "reg -> reg",
    },
}
==> layout make-up <==
type                  count  area (um2)
Sequential cell        2304       46300
Clock buffer            286        6010
Tap cell               1186        1480
Timing Repair Buffer    864        7280
Antenna cell             10        25.0
Clock inverter           89        1180
Fill cell              5855       29300
==> layer usage <==
metal,share of wire [%],up-vias,routed length (um)
met4,2.8,26,1940
met5,0.25,-,172
met3,6.7,181,4680
met1,41,8224,28300
met2,50,486,34700
li1,-,9303,-
==> kinds of logic (layout without fill, tap and decap cells) <==
kind of cell,after synthesis,after routing
buffers and inverters,0,1239
flip-flops,2304,2304
other,0,10
==> placed cells by master (no fill, tap or decap), drive strengths merged <==
cell type,synthesis,routed
buf,0,288
clkinvlp,0,8
dlygate4sd3,0,288
clkinv,0,50
clkdlybuf4s50,0,288
diode,0,10
bufinv,0,26
clkbuf,0,286
dfxtp,2304,2304
inv,0,5
==> path summary, 6_finish.rpt <==
path         depth (start not counted)     startpoint            end  slack (ns)
max                                  1  queue[7][166]       out[130]       -0.41
min                                  0   queue[4][70]   queue[5][70]        0.31
min reg2reg                          0   queue[4][70]   queue[5][70]        0.31
max reg2reg                          0  queue[6][279]  queue[7][279]        0.48
==> Yosys cell counts (all sizes together) <==
master	n	share of area, %
dfxtp	2304	100
==> power groups by stage <==
stage	registers, mW	clock network (mW)	logic (mW)
final	98.0	79.8	2.71
after CTS	98.1	81.9	2.72
after global routing	98.5	86.0	2.89
==> what timing repair did <==
item | 4_1_cts | 5_1_grt
endpoints found under the hold margin | 288 | 0
hold buffers | 288 | 0
gates resized | 1026 | 19
setup endpoints to repair | 288 | 288
Power and IR drop assume default switching activity.
