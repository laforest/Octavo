--- /design/flow/run.sh ---
#!/bin/bash
# OpenROAD 26Q1-2900-gdf79404cd8, Yosys 0.63+post, stock flow scripts
make -C /OpenROAD-flow-scripts/flow DESIGN_CONFIG=/design/flow/config.mk WORK_HOME=/design/flow/orfs finish
--- /design/flow/design.v ---
`default_nettype none
module Address_Range_Translator
#(
    parameter       ADDR_COUNT          = 0,
    parameter       ADDR_BASE           = 0,
    parameter       ADDR_WIDTH          = 0,
    parameter       REGISTERED          = 0
)
(
    input   wire                        clock,
    input   wire    [ADDR_WIDTH-1:0]    raw_address,
    output  reg     [ADDR_WIDTH-1:0]    translated_address
);
    reg     [ADDR_WIDTH-1:0]    cooked_address = 0;
    generate
        if (REGISTERED == 1) begin
            always @(posedge clock) begin
                cooked_address <= raw_address;
            end
        end
        else begin
            always @(*) begin
                cooked_address = raw_address;
            end
        end
    endgenerate
    localparam ADDR_DEPTH = 2**ADDR_WIDTH;
    (* ramstyle = "logic" *) 
    reg     [ADDR_WIDTH-1:0]    translation_table [ADDR_DEPTH-1:0];
    integer j;
    localparam                  INTEGER_WIDTH   = 32;
    localparam                  PADSIZE         = INTEGER_WIDTH - ADDR_WIDTH;
    localparam [PADSIZE-1:0]    J_PADDING       = {PADSIZE{1'b0}};
    integer i;
    initial begin
        for(i = 0; i < ADDR_DEPTH; i = i + 1) begin
            translation_table[i] = 'h0;
        end
        j = {J_PADDING, ADDR_BASE[ADDR_WIDTH-1:0]};
        for(i = 0; i < ADDR_COUNT; i = i + 1) begin
            translation_table[j] = i[ADDR_WIDTH-1:0];
            j = (j + 1) % ADDR_DEPTH;  
        end
    end
    always @(*) begin
        translated_address = translation_table[cooked_address];
    end
endmodule
`default_nettype none
module Addressed_Mux
#(
    parameter       WORD_WIDTH          = 0,
    parameter       ADDR_WIDTH          = 0,
    parameter       INPUT_COUNT         = 0,
    parameter   TOTAL_WIDTH = WORD_WIDTH * INPUT_COUNT
)
(
    input   wire    [ADDR_WIDTH-1:0]    addr,    
    input   wire    [TOTAL_WIDTH-1:0]   in,
    output  reg     [WORD_WIDTH-1:0]    out
);
    always @(*) begin
        out = in[(addr * WORD_WIDTH) +: WORD_WIDTH];
    end
endmodule
`default_nettype none
module Translated_Addressed_Mux
#(
    parameter       WORD_WIDTH          = 0,
    parameter       ADDR_WIDTH          = 0,  
    parameter       INPUT_COUNT         = 0,
    parameter       INPUT_BASE_ADDR     = 0,
    parameter       INPUT_ADDR_WIDTH    = 0,  
    parameter       TOTAL_WIDTH = INPUT_COUNT * WORD_WIDTH
)
(
    input   wire    [ADDR_WIDTH-1:0]    addr,
    input   wire    [TOTAL_WIDTH-1:0]   in, 
    output  wire    [WORD_WIDTH-1:0]    out
);
    wire [INPUT_ADDR_WIDTH-1:0]  addr_translated;
    Address_Range_Translator 
    #(
        .ADDR_COUNT             (INPUT_COUNT),
        .ADDR_BASE              (INPUT_BASE_ADDR),
        .ADDR_WIDTH             (INPUT_ADDR_WIDTH),
        .REGISTERED             (0)
    )
    ART
    (
        .clock                  (1'b0),
        .raw_address            (addr[INPUT_ADDR_WIDTH-1:0]),
        .translated_address     (addr_translated)
    );         
    Addressed_Mux
    #(
        .WORD_WIDTH     (WORD_WIDTH),
        .ADDR_WIDTH     (INPUT_ADDR_WIDTH),
        .INPUT_COUNT    (INPUT_COUNT)
    )
    AM
    (
        .addr           (addr_translated),
        .in             (in),
        .out            (out)
    );
endmodule
`default_nettype none
module Translated_Addressed_Mux_Example
#(
    parameter       WORD_WIDTH          = 36,
    parameter       ADDR_WIDTH          = 11,
    parameter       INPUT_COUNT         = 8,
    parameter       INPUT_BASE_ADDR     = 123,
    parameter       INPUT_ADDR_WIDTH    = 3,   
    parameter       TOTAL_WIDTH = INPUT_COUNT * WORD_WIDTH
)
(
    input   wire    [ADDR_WIDTH-1:0]    addr,
    input   wire    [TOTAL_WIDTH-1:0]   in, 
    output  wire    [WORD_WIDTH-1:0]    out
);
    Translated_Addressed_Mux
    #(
        .WORD_WIDTH         (WORD_WIDTH),
        .ADDR_WIDTH         (ADDR_WIDTH),
        .INPUT_COUNT        (INPUT_COUNT),
        .INPUT_BASE_ADDR    (INPUT_BASE_ADDR),
        .INPUT_ADDR_WIDTH   (INPUT_ADDR_WIDTH)
    )
    Example
    (
        .addr               (addr),
        .in                 (in), 
        .out                (out)
    );
endmodule
--- /design/flow/config.mk ---
export PLATFORM = sky130hd
export DESIGN_NAME = Translated_Addressed_Mux_Example
export DESIGN_NICKNAME = Translated_Addressed_Mux_Example
export VERILOG_FILES = /design/flow/design.v
export SDC_FILE = /design/flow/constraint.sdc
export NUM_CORES = 4
export LEC_CHECK = 1
export CORE_AREA = 10 10 136 136
export DIE_AREA = 0 0 146 146
--- /design/flow/constraint.sdc ---
current_design Translated_Addressed_Mux_Example

set clk_period 7.1
set clk_io_pct 0.2

create_clock -name clk0 -period $clk_period

set non_clock_inputs [all_inputs -no_clocks]
set_input_delay [expr $clk_period * $clk_io_pct] -clock clk0 $non_clock_inputs
set_output_delay [expr $clk_period * $clk_io_pct] -clock clk0 [all_outputs]
==> results.ini <==
[outcome]
run_status=completed

[final_timing]
finalHoldWorstSlack_ps=4070
maximum_clock_frequency_mhz=180
timing.final.max_slew_violations=0
hold_viol_final=0
final.setup.tns_ps=0
worst_pin_slew_ps=683
final_min_period_over_clock_period=0.782
timing.final.setup_violations=0
timing.slew.headroom=0.545
setup_repair_after_global_routing_missed_its_margin=no
layout_min_cycle_time_ps=5550

[layout]
filler_cell_count=1532
logic_area_mm2=0.00224
drive_above_1_share=0.158
n_sequential_cell=0
fin_cells=658
clock_buffer_count_in_the_final_layout=0
syn2layout_area_growth_pct=146
seqCellArea_um2=0

[cts]
post_cts_resized=0
cts_hold_buffers=0
cts_setup_buffers=0

[detailed_routing]
vias_per_cell=4.31
detail_route.first_pass.iterations=4
ant_nets=0
maxUsedRoutingLayer=met4
drt-total-wl_um=13900
insertedDiodeCount=0
drcViolationCount=0
detail_route.wirelength.met1_um=5110
wire_per_inst_um=21.2
routed-wl-met3_um=1540
route.met2.wl_um=7250
drc_violation_total_after_the_first_tritonroute_iteration=55
count_of_vias_placed_by_the_detailed_router=2834

[placed_design]
place.port_buffers=327
place_hpwl_um=12200
place_congestion=0.807
dpl.cell_count=658

[grt]
grt_first_pass_wirelength_um=20100
grt_start_max_net_pins=46
grt_usage=0.124
grt_pass1_vias=3208
grt_overflow=0
antenna_found_initial=0

[setup_path]
worst_path_largest_cell_delay_ps=760
setup.worst_path.start_class=input port
critical_path.max_fanout=45
critPathCaptureType=output pin
startpoint=addr[0]
cp_data_required_time_ps=5680
worst_ep_arrival_time_ps=4130
critical-path-slowest-cell=ha_2
critical_path.cell_chain=buf_4 -> ha_2 -> buf_12 -> mux4_2 -> mux2_2 -> clkdlybuf4s50_1
crit_type=input port to output pin

[synth]
synth_area_mm2=0.00237
syn_avg_cell_area_um2=18.1
syn_inst=131
synth_top_area_share=0.488
yosys.stat.seqShare=0
synth.yosys.warnings=2
netlist-cell-type-count=10
ys_top_cells_by_count=mux4_1 (44), mux2_2 (36), mux4_2 (28)
netlist.top_cell.by_instances=mux4_1
yosysCellCount=131
top_cells_by_area=mux4_1 (49%), mux4_2 (27%), mux2_2 (17%)
synth.largest_area_cell=mux4_1
yosys-stat-area_mm2=0.00237

[flow_run]
cap_viol_max_count=0
warning_count=41

[floorplanning]
core_mm2=0.0157
die_height_um=146
initial_utilization=0.151
boundaryPins=335
placementRows=46
die_w_um=146
floorplan.die_area_mm2=0.0213

[power]
cellPowerDensity_mw_per_mm2=66.6
power.leakage_nw=2.10
power.ir.vdd_worst_mv=0.0252

[min_path]
timing.hold.worst.class=input port to output pin
hold_start=in[98]

==> placed cells by master, fill, tap and decap left out <==
master / count
clkdlybuf4s50_1: 326
mux4_1: 44
mux2_2: 36
mux4_2: 28
buf_4: 3
inv_1: 1
mux2i_4: 1
ha_2: 1
ha_1: 1
buf_12: 1
==> final cells by class <==
class | count | share of cell area
multi-input cells | 111 | 0.385
inverters | 1 | 0.000645
repair buffers | 330 | 0.568
well taps | 216 | 0.0464
==> routing by layer <==
layer / track usage / up-vias
met1: 0.141 / 1352
met4: 0.00150 / 0
met2: 0.222 / 185
li1: - / 1295
met5: 0 / -
met3: 0.0540 / 2
==> logic make-up (layout without fill, tap and decap cells) <==
| group | after synthesis | in the layout | share of synthesized area |
|---|---|---|---|
| buffers and inverters | 20 | 331 | 0.0591 |
| multiplexers | 109 | 109 | 0.930 |
| adder cells (fa/ha/maj) | 2 | 2 | 0.0106 |
==> report_power, final <==
part           internal [W]  total (W)  leakage, nW  switching, W
combinational      0.000299   0.000388         2.10     0.0000886
clock                     0          0            0             0
sequential                0          0            0             0
total              0.000299   0.000388         2.10     0.0000886
==> worst max-delay path, delay by kind of cell <==
| family | cells | cell delay [ps] |
|---|---|---|
| buffers and inverters | 3 | 1260 |
| adder cells (fa/ha/maj) | 1 | 760 |
| multiplexers | 2 | 620 |
==> final timing paths <==
kind,end,cells after the start
setup / recovery,out[12],6
hold / removal,out[26],4
==> through the flow <==
stage | worst slack (ps) | instance area (um^2) | total power (W) | util
4_1_cts | 1460 | 5820 | 0.000395 | 0.371
3_5_place_dp | 1470 | 5820 | 0.000393 | 0.371
5_1_grt | 1380 | 5820 | 0.000415 | 0.371
2_1_floorplan | 2960 | 2370 | 0.000140 | -
6_report | 1550 | 5820 | 0.000388 | 0.371
3_3_place_gp | 1460 | 5820 | 0.000391 | 0.371
Power figures rest on the tool's default switching activity, not on a simulated workload.
